--- flow/run.sh ---
#!/bin/bash
# OpenROAD 26Q1-2900-gdf79404cd8, Yosys 0.63+post, stock flow scripts
make -C /OpenROAD-flow-scripts/flow DESIGN_CONFIG=/design/flow/config.mk WORK_HOME=/design/flow/orfs finish
--- flow/config.mk ---
export PLATFORM = sky130hd
export DESIGN_NAME = four_bit_full_adder
export DESIGN_NICKNAME = four_bit_full_adder
export VERILOG_FILES = /design/flow/design.v
export SDC_FILE = /design/flow/constraint.sdc
export NUM_CORES = 4
export LEC_CHECK = 1
export CORE_AREA = 10 10 70 70
export DIE_AREA = 0 0 80 80
--- flow/constraint.sdc ---
current_design four_bit_full_adder

set clk_period 3.0
set clk_io_pct 0.2

create_clock -name clk0 -period $clk_period

set non_clock_inputs [all_inputs -no_clocks]
set_input_delay [expr $clk_period * $clk_io_pct] -clock clk0 $non_clock_inputs
set_output_delay [expr $clk_period * $clk_io_pct] -clock clk0 [all_outputs]
--- flow/design.v ---
`timescale 1ns / 1ps
module four_bit_full_adder(
input [3:0]a,b,
input c_in,
output [3:0]sum,
 output c_out);
assign {c_out, sum} = a + b + c_in;
endmodule
==> out/results.tsv <==
metric	value	unit
drt_iter0_markers	1	
finalWeightedCongestion	0.770	
floorplan.die.width	80	um
maxSlewViolCount	0	
cp-start-kind	input port	
worstPathRequired	2.40	ns
postCtsSetupRepairBufs	0	
tightest_slew	0.139	ns
initial_antenna_violation_count	0	
hold_path_class	in2out	
grt_use_total	1.43	%
worstSetupPathType	in2out	
yosysChipArea	144	um^2
synth_area_per_cell	8.99	um^2
placed_cells_incl_taps	76	
unrepaired_setup_endpoints_after_global_routing	no	
port-buffer-count	14	
grt.overflow.total	0	
synth_area	144	um^2
via_count_of_the_first_global_routing_pass	146	
yosysWarnings	0	
final_instance_count_without_filler_cells	76	
grt_pass1_wl	710	um
critPathArrivalTime	2.27	ns
synth_seq_share	0	%
openroad.warnings	35	
power.density	165	nW/um^2
core_util_floorplan	4.21	%
timing.final.crit_period	2.87	ns
leakagePower	0.137	nW
final.clkbuf_count	0	
detailedPlacementHpwl	483	um
syn-instance-count	16	
drt_first_pass_iters	2	
grt_start_max_net_pins	4	
area_delta_synth_final	138	%
finalWirelength	504	um
number_of_flip_flops_and_latches	0	
run_status	finished clean	
final-hold-violation-count	0	
detail_route.vias_per_cell	2.03	
drv_cap	0	
io-pin-count	14	
cts_hold_buffers	0	
post-layout-total-power	0.0000567	W
final-seq-area	0	um^2
antenna_cells_inserted	0	
resized_gates_after_cts	6	
worst_slew_margin_rel	90.7	%
core_area	3420	um^2
synth-cells-yosys	16	
final.setup.tns	0	ns
min_from	a[0]	
yosysUniqueCellTypes	9	
fmax	0.348	GHz
critical_path_peak_fanout	2	
holdPathStages	3	
core.rowCount	21	
critical_path.endpoint_type	output port	
drc	0	
period_used_share	95.7	%
antenna_violating_nets_post_route	0	
setup_viol	0	
area_of_the_die	6400	um^2
post_route_cells_drive_above_1_share	10.0	%
drt-wirelength-per-cell	6.63	um
detailroute.via_count	154	
worst_ir_drop_vdd	0.0000187	V
nFillCells	408	
fp.dieH	80	um
min_to	sum[0]	
## cell type report
class / count / area [um^2] / area share [%]
Inverter: 4 / 15.0 / 4.38
Multi-Input combinational cell: 12 / 134 / 39.1
Tap cell: 46 / 57.6 / 16.8
Timing Repair Buffer: 14 / 136 / 39.8
## layout by cell type, fill, tap and decap left out, drive strengths merged
master	synthesis	routed
clkdlybuf4s50	0	11
o21ai	1	1
a21o	1	1
dlygate4sd2	0	3
fa	2	2
inv	4	4
ha	3	3
nor2b	1	1
nand2b	1	1
a21oi	1	1
xnor2	2	2
## how the worst max path moves through the flow
| stage | startpoint | end | depth (start not counted) |
|---|---|---|---|
| 4_1_cts | c_in | sum[1] | 6 |
| 6_report | c_in | sum[1] | 6 |
| 5_1_grt | c_in | sum[1] | 6 |
## synth_stat cells
cell	count	area [um^2]
sky130_fd_sc_hd__ha_1	3	37.5
sky130_fd_sc_hd__nand2b_1	1	6.26
sky130_fd_sc_hd__o21ai_0	1	5.00
sky130_fd_sc_hd__xnor2_1	2	17.5
sky130_fd_sc_hd__a21oi_2	1	8.76
sky130_fd_sc_hd__fa_1	2	40.0
sky130_fd_sc_hd__a21o_1	1	7.51
sky130_fd_sc_hd__nor2b_1	1	6.26
sky130_fd_sc_hd__inv_1	4	15.0
## through the flow
step | worst slack, ns | util [%] | hold WS (ns) | area [um^2]
final | 0.128 | 10.0 | 2.06 | 343
after global routing | 0.0562 | 10.0 | 2.09 | 343
after CTS | 0.112 | 10.0 | 2.06 | 343
after detailed placement | -0.0949 | 10.0 | 2.29 | 342
after global placement | -0.0765 | 10.0 | 2.29 | 342
after floorplan | 0.880 | - | 1.30 | 144
## routing by layer
layer  part of all wire, %  vias up  track usage, %
li1                      -       78               -
met2                    28       12            1.61
met4                     0        0               0
met1                    38       64            1.72
met5                     0        -               0
met3                    35        0            1.82
## worst max-delay path: stages
cell,delay [ns]
sky130_fd_sc_hd__dlygate4sd2_1,0.25
sky130_fd_sc_hd__fa_2,0.39
sky130_fd_sc_hd__inv_1,0.09
sky130_fd_sc_hd__fa_2,0.43
sky130_fd_sc_hd__inv_1,0.06
sky130_fd_sc_hd__clkdlybuf4s50_1,0.46
## report_power, final
group / leakage [nW] / switching, W / internal [W]
registers: 0 / 0 / 0
clock network: 0 / 0 / 0
logic: 0.137 / 0.0000169 / 0.0000398
total: 0.137 / 0.0000169 / 0.0000398
## cell families after synthesis
| group | Yosys count | synth area share, % |
|---|---|---|
| compound gates | 3 | 14.8 |
| simple gates | 2 | 8.70 |
| buf+inv | 4 | 10.4 |
| fa+ha+maj | 5 | 53.9 |
| xor+xnor | 2 | 12.2 |
Power and IR drop assume default switching activity.
