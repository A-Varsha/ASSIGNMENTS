`design.v`:
```
`timescale 1ns / 1ps
module operation_bitwise(
input [3:0]x,y,
output [3:0]d0,d1,d2,d3,d4);
assign d0=~x;
assign d1=x&y;
assign d2=x|y;
assign d3=x^y;
assign d4=x^~y;
endmodule
```
`run.sh`:
```
#!/bin/bash
# OpenROAD 26Q1-2900-gdf79404cd8, Yosys 0.63+post, stock flow scripts
make -C /OpenROAD-flow-scripts/flow DESIGN_CONFIG=/design/flow/config.mk WORK_HOME=/design/flow/orfs finish
```
`config.mk`:
```
export PLATFORM = sky130hd
export DESIGN_NAME = operation_bitwise
export DESIGN_NICKNAME = operation_bitwise
export VERILOG_FILES = /design/flow/design.v
export SDC_FILE = /design/flow/constraint.sdc
export NUM_CORES = 4
export LEC_CHECK = 1
export CORE_AREA = 10 10 70 70
export DIE_AREA = 0 0 80 80
```
`constraint.sdc`:
```
current_design operation_bitwise

set clk_period 1.0
set clk_io_pct 0.2

create_clock -name clk0 -period $clk_period

set non_clock_inputs [all_inputs -no_clocks]
set_input_delay [expr $clk_period * $clk_io_pct] -clock clk0 $non_clock_inputs
set_output_delay [expr $clk_period * $clk_io_pct] -clock clk0 [all_outputs]
```
==> ci_impl_report.md <==
## PnR job results

| Metric | Value |
|---|---|
| Post-synth seq share | `0` |
| Final hold vios | `0` |
| Switch share | `0.308` |
| Worst Path Buf+Inv | `3` |
| Starting Density | `0.0469` |
| Core ar. | `3420 um2` |
| GRT Overall Usage | `0.0231` |
| Max Cap Viol | `0` |
| Min cycle time layout | `0.973 ns` |
| Crit path capture | `d3[2]` |
| Reg area | `0 um2` |
| Leak | `0.293 nW` |
| DR pass1 iterations | `1` |
| Netlist Area Pre-Place | `160 um2` |
| Pint | `0.134 mW` |
| Most common logic cells in the final layout | `dlygate4sd2_1 (12), clkdlybuf4s15_1 (8), inv_1 (6)` |
| Synth Instances | `24` |
| Crit. Startpoint | `x[2]` |
| Total Wirelength | `805 um` |
| Yosys warnings | `0` |
| RSZ-0062 raised after global routing | `no` |
| Yosys Instances | `24` |
| Max-slew headroom | `0.967` |
| Chip area in the Yosys report | `160 um2` |
| Final core utilization | `0.173` |
| Combinational group share of total power | `1.000` |
| Crit-path leading delay family | `buffers and inverters` |
| Highest net fanout along the worst path | `2` |
| Largest net degree at the start of global routing | `3` |
| Tool warnings | `36` |
| Hold_buf cts | `0` |
| Port Buffers | `28` |
| Final Max Tran Viols | `0` |
| DRC Markers | `0` |
| Actual slew at the worst max-slew pin | `0.0500 ns` |
| Vias | `242` |
| Worst-path cell chain | `buf_8, inv_4, ha_4, dlygate4sd2_1` |
| Mean Syn Cell Area | `6.67 um2` |
| CP startpoint kind | `primary input` |
| Routed wire per std cell | `7.97 um` |
| Clock power frac | `0` |
| Post-detailed-placement half-perimeter wirelength | `691 um` |
| Peak VDD IR | `0.0000715 V` |
| Kind of critical path | `in2out` |
| Final Wtd Congestion | `0.761` |
| Dpl cell area | `505 um2` |
| Vias in the first global route | `221` |
| Clock buffer cells | `0` |
| Non-filler cells, final | `101` |
| Total die size | `6400 um2` |
| DIE WIDTH | `80 um` |
| Initial antenna violation count | `0` |
| Finish-stage setup viols | `0` |
| Power density cells | `329 nW/um2` |
| P&R area growth vs syn | `268%` |
| Hold path start | `x[1]` |
| First-pass GRT wire length | `1.24 mm` |
| GR Overflow Total | `0` |
| Req. time, crit path | `0.80 ns` |
| CP max stage cell | `dlygate4sd2_1` |
| Design area | `589 um2` |
| Vias per std cell | `2.40` |
| F_max | `1030 MHz` |
| DRT iter0 DRCs | `0` |
| Fin crit share | `0.973` |
| Worst Hold Class | `in2out` |
| Slowest cell delay on critical path | `0.23 ns` |
| Placed Cells | `99` |
| Critical Path Stages | `4` |
| Most numerous logic cell after layout | `dlygate4sd2_1` |
| # rows | `21` |
| NetSw | `0.0597 mW` |
| Flop pwr share | `0` |
| Status | `finished clean` |
| Synth cell types | `2` |
| Critical Path End Type | `output port` |
| Fraction of layout cells with a size suffix above 1 | `0.455` |
| Final Total Pwr | `0.194 mW` |
| CP Data Arrival Time | `0.77 ns` |
| Registers | `0` |
| IO Count | `28` |
| Hold_ws | `0.734 ns` |
| Die Height | `80 um` |
| Ant. Diodes | `0` |
| Post-DRT Antenna Nets | `0` |
-- power by group through the flow --
stage	clock network [mW]	registers [mW]	logic (mW)
after CTS	0	0	0.193
after global routing	0	0	0.219
final	0	0	0.194
-- metrics by stage --
| stage | TNS (ns) | worst slack [ns] |
|---|---|---|
| floorplan | 0 | 0.281 |
| global placement | -11.63 | -0.735 |
| detailed placement | -11.94 | -0.766 |
| CTS | 0 | 0.00899 |
| global route | 0 | 0.00572 |
| finish | 0 | 0.0270 |
-- cell families after synthesis --
kind of cell             count (synthesis)  synth area share
buffers and inverters                   16             0.375
adder cells (fa/ha/maj)                  8             0.625
-- layout make-up --
class / instances / area (um2)
multi-input cells: 8 / 150
well taps: 46 / 57.6
fillers: 388 / 2830
repair buffers: 31 / 309
inverters: 16 / 72.6
-- cell usage after synthesis --
library cell / n / area (um2)
ha_1: 8 / 100
inv_1: 16 / 60.1
-- metal layers --
layer  GRT usage  share of wire
met4           0              0
met5           0              0
met2      0.0385           0.46
met3      0.0136           0.16
met1      0.0264           0.38
-- worst min path at each step --
stage	endpoint	cells after the start	slack, ns
final	d0[1]	3	0.73
after global routing	d0[2]	3	0.75
after CTS	d0[1]	3	0.74
-- timing repair --
item,4_1_cts,5_1_grt
buffers inserted,2,0
endpoints found under the hold margin,0,0
pin swaps,4,0
gates resized,86,4
endpoints found under the setup margin,20,4
Power is estimated from default activity; no workload was simulated.
