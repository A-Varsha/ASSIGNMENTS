==> ./run.sh <==
#!/bin/bash
# OpenROAD 26Q1-2900-gdf79404cd8, Yosys 0.63+post, stock flow scripts
make -C /OpenROAD-flow-scripts/flow DESIGN_CONFIG=/design/flow/config.mk WORK_HOME=/design/flow/orfs finish
==> ./config.mk <==
export PLATFORM = sky130hd
export DESIGN_NAME = comaparator_module
export DESIGN_NICKNAME = comaparator_module
export VERILOG_FILES = /design/flow/design.v
export SDC_FILE = /design/flow/constraint.sdc
export NUM_CORES = 4
export LEC_CHECK = 1
export CORE_AREA = 10 10 70 70
export DIE_AREA = 0 0 80 80
==> ./constraint.sdc <==
current_design comaparator_module

set clk_period 1.8
set clk_io_pct 0.2

create_clock -name clk0 -period $clk_period

set non_clock_inputs [all_inputs -no_clocks]
set_input_delay [expr $clk_period * $clk_io_pct] -clock clk0 $non_clock_inputs
set_output_delay [expr $clk_period * $clk_io_pct] -clock clk0 [all_outputs]
==> ./design.v <==
`timescale 1ns / 1ps
module comaparator_module(
    input [3:0] a, b,
    output ceq, clt, cgt
);
assign ceq = (a == b);
assign clt = (a < b);
assign cgt = (a > b);
endmodule
==> reports/results.txt <==
Port Buffer Count = 11
fin crit share = 96.1%
PwrDens = 203 mW/mm²
final core utilization = 9.34%
Critical Path, Cell by Cell = dlygate4sd2_1 -> ha_4 -> nand2_2 -> o21bai_4 -> and2_1 -> buf_2
number of OpenROAD warnings = 32
Mapped Area = 129 µm²
First-pass DRT Iterations = 1
Synth area leaders = ha_1 39%, o21bai_4 15%, inv_1 12%
Critical Path AT = 1370 ps
Layout area overhead = 148%
Max VDD drop = 0.0266 mV
Filler Cells Inserted = 406
WL/cell = 6.91 µm
GP Congestion = 0.630
Slew HR = 90.4%
fmax = 0.578 GHz
Most Used Layer, Global Route = met2
met3 Use GR = 0.909%
Cell Type Count = 9
FP Core Util = 3.77%
core area = 0.00342 mm²
crit-path max cell delay = 280 ps
hold depth = 5
worst hold path type = in2out
Reg area = 0 µm²
non-filler cells, final = 75
leak pwr = 0.000138 µW
chip area = 0.00640 mm²
CP max-delay cell = ha_4
M1 GR Usage = 1.78%
via count = 148
max-cap violations = 0
layout cell share with drive strength beyond 1 = 46.4%
DP Area = 297 µm²
Yosys top cell by area = ha_1
RSZ-0062 raised after global routing = no
initial antenna violation count = 1
Flops = 0
Hold Crit Start = a[2]
synthesis area per yosys = 129 µm²
crit path max fanout = 2
# clk buffers = 0
post-synthesis cell count = 16
Hold WS = 1380 ps
CP bufs+invs = 2
row count = 21
crit path to = clt
crit path time final = 1730 ps
placed cells = 73
Post-route DRC = 0
DP HPWL = 461 µm
Gate Area = 148 µm²
final setup fails = 0
Initial DRC Count = 0
first-pass GRT wire length = 828 µm
ys cells = 16
Commonest Layout Cell = dlygate4sd2_1
Total GRT Usage = 1.59%
Hold Vio Cnt, Final = 0
vias in the first global route = 177
M2 GR Usage = 2.73%
CP top delay family = buffers and inverters
CP Capture Type = output port
Die Y = 80 µm
Top-area cell share = 38.8%
WP depth = 6
Synth warnings = 0
GRT overflow = 0
Post-DRT Antenna Nets = 0
Final Slew Violations = 0
vias per inst = 1.97
final WL = 518 µm
slew at the pin closest to its max-slew limit = 144 ps
outcome = completed
Critical Path RT = 1440 ps
Critical Path Start = a[3]
die width = 80 µm
syn avg cell area = 8.05 µm²
WS Path Type = in2out
Final Cell Area = 319 µm²
Seq share, synth = 0%
largest net degree at the start of global routing = 3
Boundary Pins = 11
Worst setup SP type = input pin
-- worst min-delay path: stages --
cell and delay, ps:
dlygate4sd2_1 200, ha_1 150, a21oi_2 70, a21oi_2 130, buf_2 110
-- layout make-up --
cell class | instances | share of cell area [%]
antenna | 1 | 0.784
timing repair buffer | 12 | 30.2
tap | 46 | 18.0
multi-input combinational | 12 | 46.3
inverter | 4 | 4.71
-- how the worst min path moves through the flow --
stage                 end
final                 cgt
after CTS             cgt
after global routing  clt
-- where the power goes --
group / leakage (µW) / internal [µW] / switching, µW
clock network: 0.00000000634 / 0.0000742 / 0
logic: 0.000138 / 39.0 / 25.9
registers: 0 / 0 / 0
total: 0.000138 / 39.0 / 25.9
-- metal layers --
metal | share of wire, % | vias to the layer above
li1 | - | 77
met2 | 45 | 7
met3 | 15 | 0
met1 | 40 | 64
met4 | 0 | 0
met5 | 0 | -
-- cell usage after synthesis, drive strengths merged --
| master | instances |
|---|---|
| a21oi | 2 |
| and2 | 1 |
| ha | 4 |
| inv | 4 |
| nand2 | 2 |
| nor2 | 1 |
| nor2b | 1 |
| o21bai | 1 |
-- kinds of logic after synthesis --
group	share of synthesized area, %
buffers and inverters	11.6
AND/OR/NAND/NOR	24.3
adder cells (fa/ha/maj)	38.8
AND-OR/OR-AND	25.2
-- metrics by stage --
stage          worst slack (ps)  total power (µW)  setup TNS (ps)
3_5_place_dp               -597              65.2           -1710
4_1_cts                    42.9              65.8               0
6_report                   70.6              64.9               0
2_1_floorplan               445              28.1               0
5_1_grt                    5.54              72.8               0
3_3_place_gp               -602              64.9           -1680
-- timing repair --
action,4_1_cts,5_1_grt
setup buffers,1,0
hold buffers,0,0
setup endpoints to repair,3,1
gates cloned,0,0
gates resized,22,0
pin swaps,6,2
Power figures rest on the tool's default switching activity, not on a simulated workload.
